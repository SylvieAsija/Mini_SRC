==> flow/design.v <==
module Multiplexer_32 (input wire [31:0] in0, in1, in2, in3, in4, in5, in6, in7, in8, in9, in10, in11, in12, in13, in14, in15, in16, in17, in18, in19, in20, in21, in22, in23, input wire [4:0] select, output reg[31:0] out);
			wire [31:0] mux0Out, mux1Out, mux2Out, mux3Out, mux4Out, mux5Out, mux8Out, mux9Out, mux10Out;
			fourtooneMux mux0(mux0Out, in0, in1, in2, in3, select[0], select[1]);
			fourtooneMux mux1(mux1Out, in4, in5, in6, in7, select[0], select[1]);
			fourtooneMux mux2(mux2Out, in8, in9, in10, in11, select[0], select[1]);
			fourtooneMux mux3(mux3Out, in12, in13, in14, in15, select[0], select[1]);
			fourtooneMux mux4(mux4Out, in16, in17, in18, in19, select[0], select[1]);
			fourtooneMux mux5(mux5Out, in20, in21, in22, in23, select[0], select[1]);
			fourtooneMux mux8(mux8Out, mux0Out, mux1Out, mux2Out, mux3Out, select[2], select[3]);
			fourtooneMux mux9(mux9Out, mux4Out, mux5Out, 32'h00000000, 32'h00000000, select[2], select[3]);
			fourtooneMux mux10(mux10Out, mux8Out, mux9Out, 32'h00000000, 32'h00000000, select[4], 1'b0);
			always@(*)
				begin
					out = mux10Out;
				end
endmodule
module fourtooneMux(output reg [31:0] out, input wire [31:0] a, b, c, d, input wire s0, s1);
		always @(*)
			begin
				out = s1 ? (s0 ? d : c) : (s0 ? b : a);
			end
endmodule
==> flow/run.sh <==
#!/bin/bash
# OpenROAD 26Q1-2900-gdf79404cd8, Yosys 0.63+post, stock flow scripts
make -C /OpenROAD-flow-scripts/flow DESIGN_CONFIG=/design/flow/config.mk WORK_HOME=/design/flow/orfs finish
==> flow/config.mk <==
export PLATFORM = sky130hd
export DESIGN_NAME = Multiplexer_32
export DESIGN_NICKNAME = Multiplexer_32
export VERILOG_FILES = /design/flow/design.v
export SDC_FILE = /design/flow/constraint.sdc
export NUM_CORES = 4
export LEC_CHECK = 1
export CORE_AREA = 10 10 312 312
export DIE_AREA = 0 0 322 322
==> flow/constraint.sdc <==
current_design Multiplexer_32

set clk_period 6.5
set clk_io_pct 0.2

create_clock -name clk0 -period $clk_period

set non_clock_inputs [all_inputs -no_clocks]
set_input_delay [expr $clk_period * $clk_io_pct] -clock clk0 $non_clock_inputs
set_output_delay [expr $clk_period * $clk_io_pct] -clock clk0 [all_outputs]
==> results_dict.tcl <==
# yosys + openroad results
set metrics [dict create \
    status "completed" \
    globalplace.congestion 0.971 \
    min_period_ns 5.37 \
    core_area_um2 90300 \
    endpoint_kind "output pin" \
    synth_seq_share_pct 0 \
    flop_area_um2 0 \
    cts_resized 0 \
    setup_tns_ns 0 \
    ant_nets 0 \
    critPathBufInv 4 \
    drt-initial-drc-count 580 \
    warnings 32 \
    antenna_found_initial 60 \
    drt_first_pass_iters 6 \
    tightest_slew_ns 0.764 \
    cts_hold_buf 0 \
    grt_usage_pct 15.2 \
    maxSlewViolCount 0 \
    relSlewSlack_pct 47.6 \
    slowest_delay_ns 0.57 \
    rsz0062_at_grt "no" \
    grt_pass1_vias 10719 \
    vias_per_cell 3.74 \
    holdWs_ns 3.59 \
    leakage_nw 5.81 \
    wl_per_cell_um 31.2 \
    slowest_stage "clkdlybuf4s50_1" \
    syn_to_final_growth_pct 143 \
    dpl.hpwl_um 75400 \
    avgSynthCellArea_um2 8.99 \
    crit_arrival_ns 4.07 \
    grt-ovfl-total 0 \
    fin_crit_sh_pct 82.5 \
    post_cts_buffers 0 \
    area_leaders "mux2i_1 39%, mux4_2 22%, a22oi_1 11%" \
    placementRows 110 \
    maxCapViolCount 0 \
    setup_viol 0 \
    cp.required_ns 5.20 \
    highest-signal-layer "met5" \
    power_density_nw_per_um2 68.6 \
    synth.distinct_cells 19 \
    netlist_instances 723 \
    yosysTopAreaCellShare_pct 39.4 \
    flops 0 \
    met2WireLength_um 35100 \
    die_y_um 322 \
    crit_top_cell "buf_12" \
    clock_buffers 0 \
    grt_max_degree 65 \
    met1Wirelength_um 35400 \
    ios 805 \
    die_w_um 322 \
    crit_path_max_fanout 52 \
    portBuffers 805 \
    timing.final.hold_violations 0 \
    vdd_ir_drop_max_uv 25.4 \
    wirelength_um 82700 \
    yosys.area.top_type "mux2i_1" \
    drc 0 \
    synth.most_common_cell "mux2i_1" \
    grt_pass1_wl_um 103000 \
    ys_cells 723 \
    netlist_area_um2 6500 \
    route.met3.wl_um 10900 \
    fp-utilization_pct 7.20 \
    ys_chip_area_um2 6500 \
    cp-start-kind "primary input" \
    via_count 9925 \
    drive_gt1_share_pct 7.01 \
    worstPathCellList "buf_8 > buf_12 > buf_12 > mux2i_1 > a22oi_1 > o211ai_1 > nand3_1 > clkdlybuf4s50_1" \
    common_cells "256 x mux2i_1, 96 x a22oi_1, 84 x nand3_1" \
    crit_type "primary input to output pin" \
    critPathTopFamily "buffers and inverters" \
    chipArea_um2 104000 \
    fmax_ghz 0.186 \
    hp-class "primary input to output pin" \
    yosysWarnings 2 \
]
==> final cells by class <==
type                            count  area (um2)
Fill cell                       10163       74500
Timing Repair Buffer              834        8340
Tap cell                         1176        1470
Multi-Input combinational cell    636        5990
Antenna cell                        7        17.5
==> layout by cell type, fill, tap and decap left out <==
master,n
diode_2,7
nor2_4,2
mux4_2,64
o211ai_1,32
and2_4,1
nand2_1,26
a221oi_1,12
nand3_1,84
nor2_1,6
nand2b_2,1
nand2b_1,27
buf_4,26
nor2b_4,3
a22oi_1,96
clkdlybuf4s50_1,802
buf_12,5
mux2i_1,256
buf_8,1
a21oi_1,26
==> where the power goes <==
group	internal [mW]	leakage (nW)	switching, mW
registers	0	0	0
logic	0.654	5.81	0.431
clock network	0.00000000686	0.0000444	0
==> worst paths after layout <==
| path | start | endpoint | depth (start not counted) |
|---|---|---|---|
| setup / recovery | select[0] | out[14] | 8 |
| hold / removal | select[2] | out[18] | 3 |
==> cells by family (layout without fill, tap and decap cells) <==
kind of cell / Yosys count / in the layout / share of synthesized area [%]
buffers and inverters: 87 / 834 / 8.45
other: 0 / 7 / 0
AOI/OAI and AO/OA: 166 / 166 / 18.4
and+or+nand+nor: 150 / 150 / 11.5
muxes: 320 / 320 / 61.6
==> stage by stage <==
stage | util (%) | worst slack, ns | power [mW] | area, um2 | instances
2_1_floorplan | - | 2.77 | 0.347 | 6500 | 723
3_3_place_gp | 17.5 | 1.04 | 1.10 | 15800 | 2646
3_5_place_dp | 17.5 | 1.02 | 1.10 | 15800 | 2646
4_1_cts | 17.5 | 1.01 | 1.10 | 15800 | 2646
5_1_grt | 17.5 | 0.964 | 1.15 | 15800 | 2646
6_report | 17.5 | 1.13 | 1.08 | 15800 | 2653
==> per-layer routing <==
layer,global-route usage (%),up-vias
met1,20.0,4621
met2,22.6,659
li1,-,4453
met4,0.916,68
met3,8.54,124
met5,0,-
Power and IR drop assume default switching activity.
