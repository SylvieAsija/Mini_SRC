--- /design/flow/constraint.sdc ---
current_design boothMultiplier

set clk_period 29.2
set clk_io_pct 0.2

create_clock -name clk0 -period $clk_period

set non_clock_inputs [all_inputs -no_clocks]
set_input_delay [expr $clk_period * $clk_io_pct] -clock clk0 $non_clock_inputs
set_output_delay [expr $clk_period * $clk_io_pct] -clock clk0 [all_outputs]
--- /design/flow/design.v ---
module boothMultiplier (
    input signed [31:0] a, input signed [31:0] b,
    output signed [63:0] c
);
    wire signed [31:0] negA;					 
    reg [2:0] recodedBits [15:0]; 				 
    reg signed [32:0] partProd [15:0];  		 
    reg signed [63:0] shiftedpartProd [15:0];	 
    reg signed [63:0] sumpartProd;		
	integer i, j;
    assign negA = -a;
    always @ (*)
    begin
        recodedBits[0] = {b[1], b[0], 1'b0};
        for(i=1;i<16;i=i+1) begin
                recodedBits[i] = {b[2*i+1],b[2*i],b[2*i-1]};
        end
        for(i=0;i<16;i=i+1)	begin
            case(recodedBits[i])
                3'b001 , 3'b010 : partProd[i] = {a[31],a};
                3'b011 : partProd[i] = {a,1'b0};
                3'b100 : partProd[i] = {negA[31:0],1'b0};
                3'b101 , 3'b110 : partProd[i] = negA;
                default : partProd[i] = 0;
            endcase
            shiftedpartProd[i] = partProd[i] << (2*i);
         end
        sumpartProd = shiftedpartProd[0];
        for(i=1;i<16;i=i+1) begin
            sumpartProd = sumpartProd + shiftedpartProd[i];
        end
    end
    assign c = sumpartProd;
endmodule
--- /design/flow/config.mk ---
export PLATFORM = sky130hd
export DESIGN_NAME = boothMultiplier
export DESIGN_NICKNAME = boothMultiplier
export VERILOG_FILES = /design/flow/design.v
export SDC_FILE = /design/flow/constraint.sdc
export NUM_CORES = 4
export LEC_CHECK = 1
export CORE_UTILIZATION = 40
--- /design/flow/run.sh ---
#!/bin/bash
# OpenROAD 26Q1-2900-gdf79404cd8, Yosys 0.63+post, stock flow scripts
make -C /OpenROAD-flow-scripts/flow DESIGN_CONFIG=/design/flow/config.mk WORK_HOME=/design/flow/orfs finish
==> flow_results.org <==
#+TITLE: Physical design notes

** Final timing
- Number of setup violations in the final report :: 0
- The final timing summary puts the cycle share of the worst path at 0.807.
- At the pin with the least slew margin, the transition time is 1.78 ns.
- Number of hold-slack violations in the final timing report :: 0
- Per the timing report, the achievable frequency comes out to 42.4 MHz.
- Pins over their slew limit in the final report were tallied at 2.
- Setup repair after global routing left no endpoint under its margin.
- Tmin final :: roughly 24 ns
- Max_slew headroom :: -0.189
- Setup TNS :: 0 ns

** Route
- The iteration count recorded for the first detailed-route pass is 28.
- Drt wl/cell :: 40.1 um
- After detailed routing, the number of vias per cell comes to 6.98.
- The detail route stage leaves a number of antenna-violating nets equal to 0.
- The routed layout has 42,100 vias.
- Detailed-route DRC error count :: 0
- Final Routed Wirelength :: 242 mm
- The violation tally recorded at the end of detailed-routing iteration 0 is 5,827.

** Layout
- In the finished design the tool counted flip-flops and latches totalling 0.
- The layout summary lists the proportion of cells stronger than drive strength 1 as 0.0846.
- Number of fill cells in the layout :: a little over 9,000
- Across the whole layout, storage elements account for 0 sq um.
- Between the synthesized netlist and the finished layout, the area growth was recorded as 7.91%.
- In the final layout, the multi-input gates occupy 31,700 sq um.
- The clock buffers instantiated in the layout total 0.
- Measured on the finished design, the core utilization comes to 0.436.

** Critical path
- According to the timing report, the arrival time at the worst endpoint equals 17.73 ns.
- Critical path start-end classification :: in -> out
- Crit path max-delay cell type :: o41ai_1
- For this run, the slowest stage of the critical path takes 0.85 ns.
- STA classifies the critical path startpoint as an input port.
- According to the timing report, the data required time at the worst endpoint equals approximately 23 ns.
- Critical Path Sink Type :: output port
- Max fanout on the critical path was recorded as 32.
- The cell that appears most often on the critical path is buf_4.
- Per STA, the worst path accumulates the most delay in the family buffers and inverters.
- The script reports the combined buffer and inverter count of the critical path as 12.

** Synthesis
- Per the post-synthesis report, the number of cells in the design is ~5,000.
- After synthesis, the cell types taking the most area are fa_1, o21ai_0, xnor2_1.
- Cell type with the highest aggregate area in the netlist :: fa_1
- Before any placement, the netlist area is recorded as 35,700 sq um.
- The number of cells reported by Yosys stat comes to 5,005.
- Averaged over all synthesized cells, the footprint is 7.14 sq um.
- The gate-level netlist out of Yosys references 78 unique cell types.
- In the synthesis report, Yosys lists the chip area as 35,700 sq um.
- Counting the warning lines in the Yosys log gives 4.
- Of the post-synthesis cell area, the dominant cell type holds 0.290.
- Of the synthesized area, sequential elements account for 0.

** Pwr
- Total power normalized to cell area comes to 430 nW/um^2.
- Leak :: 16.8 nW
- Summed over all nets, the switching power comes to 0.00844 W.
- Of the total power, the share spent switching nets is 0.509.
- The analysis reports a worst IR drop on VDD of 1.16 mV.
- The internal power of the cells totals 0.00815 W.

** GRT
- Pin count of the biggest net entering global routing :: 71
- Via count of the first global-routing pass :: ~41,000
- Per the GRT congestion report, total overflow comes to 0.
- Number of antenna violations at the first check in global routing :: 23
- First-pass GRT wire length :: approximately 330 mm
- In the global route stage, overall resource usage came out at 0.556.

** Worst hold path
- Class of the most critical hold timing path :: in -> out

** Die
- The floorplan has approximately 110 rows.
- Core area :: between 80,000 and 90,000 sq um
- Initial cell density of the core :: 0.404
- I/O Pins :: between 100 and 150
- Floorplan die height :: between 300 and 400 um
- The floorplan step defined a die boundary enclosing 90,600 sq um.
- Per the OpenROAD floorplan log, the width of the die is 301 um.

** CTS
- The post-CTS hold buffer count recorded in the log is 0.
- Post-CTS setup buffer count :: 0
- Post-CTS repair ended up resizing 0 cells.

** Placed design
- Detailed placement ended at an HPWL of ~180 mm.
- At the end of routability-driven placement, the weighted congestion stood at about 1.1.
- PortBufs :: ~130

** Outcome
- Failing checks :: max-capacitance violations, max-slew violations
- The flow ran to the end, but the final reports show violations.

** Job
- Warnings raised by the tools during the run amount to 32.
- Number of max-cap violations :: 1
==> layout make-up <==
| cell class | instances | area share |
|---|---|---|
| Inverter | 544 | 0.0529 |
| Timing Repair Buffer | 425 | 0.0854 |
| Multi-Input combinational cell | 3891 | 0.823 |
| Antenna cell | 17 | 0.00110 |
| Tap cell | 1165 | 0.0378 |
==> per-stage QoR <==
stage | worst slack (ns) | area [sq um] | instances | hold WS [ns] | total power (W)
final | 5.63 | 38600 | 6042 | 12.63 | 0.0166
after floorplan | 9.07 | 35700 | 5005 | 12.03 | 0.00917
after global placement | 6.27 | 38500 | 6025 | 12.63 | 0.0164
after global routing | 5.27 | 38500 | 6032 | 12.65 | 0.0185
after CTS | 6.00 | 38500 | 6025 | 12.62 | 0.0164
after detailed placement | 6.02 | 38500 | 6025 | 12.62 | 0.0164
==> Yosys cell counts, drive strengths merged, types with 4 or more instances <==
cell type / number
o211a: 7
o31ai: 11
a31oi: 21
ha: 129
o32a: 4
o21a: 12
o22ai: 157
o221ai: 32
o21ai: 536
clkbuf: 488
a221oi: 174
a221o: 120
fa: 517
nor2: 400
a311oi: 5
a2bb2oi: 15
nor2b: 23
or4: 6
mux2i: 33
nor3: 24
and2: 25
nand2: 457
or2: 23
xor2: 76
nand3: 29
a21o: 74
a211oi: 23
or3: 14
inv: 544
o211ai: 23
a21oi: 402
o21bai: 12
nand2b: 18
xnor2: 251
buf: 82
a211o: 10
a22oi: 108
and3: 9
nor4: 6
a22o: 6
a21boi: 8
o22a: 38
nand4: 24
==> metal layers <==
metal | GRT usage | part of all wire | vias up | routed length, um
met4 | 0.463 | 0.11 | 14 | 27600
li1 | - | - | 17000 | -
met5 | 0.0180 | 0.00058 | - | 140
met3 | 0.298 | 0.16 | 1210 | 38300
met1 | 0.668 | 0.34 | 20200 | 82500
met2 | 0.730 | 0.39 | 3699 | 93900
==> worst paths after layout <==
path | start | end | slack (ns) | depth (start not counted)
max | a[1] | c[59] | 5.63 | 37
min | b[1] | c[1] | 12.63 | 3
==> cells by family (layout without fill, tap and decap cells) <==
group | Yosys count | count (layout) | synth area share
AOI/OAI and AO/OA | 1814 | 1814 | 0.329
buffers and inverters | 1114 | 969 | 0.118
and+or+nand+nor | 1068 | 1068 | 0.127
adders and majority gates | 646 | 646 | 0.335
xor gates and xnor gates | 327 | 327 | 0.0811
muxes | 36 | 36 | 0.0102
other | 0 | 17 | 0
==> cell usage in the layout (no fill, tap or decap), drive strengths merged, types with 29 or more instances in the layout <==
master and instances:
inv 544, o21ai 536, fa 517, nand2 457
a21oi 402, nor2 400, buf 340, xnor2 251
a221oi 174, o22ai 157, ha 129, a221o 120
a22oi 108, clkdlybuf4s50 85, xor2 76, a21o 74
o22a 38, mux2i 33, o221ai 32, nand3 29
No activity file was given, so power comes from the tool's default toggle rates.
