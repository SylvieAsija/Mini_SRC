===== ./config.mk =====
export PLATFORM = sky130hd
export DESIGN_NAME = carryRippleAdder
export DESIGN_NICKNAME = carryRippleAdder
export VERILOG_FILES = /design/flow/design.v
export SDC_FILE = /design/flow/constraint.sdc
export NUM_CORES = 4
export LEC_CHECK = 1
export CORE_AREA = 10 10 104 104
export DIE_AREA = 0 0 114 114

===== ./constraint.sdc =====
current_design carryRippleAdder

set clk_period 25.0
set clk_io_pct 0.2

create_clock -name clk0 -period $clk_period

set non_clock_inputs [all_inputs -no_clocks]
set_input_delay [expr $clk_period * $clk_io_pct] -clock clk0 $non_clock_inputs
set_output_delay [expr $clk_period * $clk_io_pct] -clock clk0 [all_outputs]

===== ./design.v =====
module carryRippleAdder(input [31:0] a, b, input wire cin, output wire[31:0] s, output wire cout);
    wire c01,c02,c03,c04,c05,c06,c07,c08,c09,c10;
    wire c11, c12, c13, c14, c15, c16, c17, c18, c19, c20;
    wire c21, c22, c23, c24, c25, c26, c27, c28, c29, c30, c31;
    fullAdder fullAdder0(a[0], b[0], cin, s[0], c01);
	fullAdder fullAdder1(a[1], b[1], c01, s[1], c02);
	fullAdder fullAdder2(a[2], b[2], c02, s[2], c03);
	fullAdder fullAdder3(a[3], b[3], c03, s[3], c04);
	fullAdder fullAdder4(a[4], b[4], c04, s[4], c05);
	fullAdder fullAdder5(a[5], b[5], c05, s[5], c06);
	fullAdder fullAdder6(a[6], b[6], c06, s[6], c07);
	fullAdder fullAdder7(a[7], b[7], c07, s[7], c08);
	fullAdder fullAdder8(a[8], b[8], c08,s[8], c09);
	fullAdder fullAdder9(a[9], b[9], c09,s[9], c10);
	fullAdder fullAdder10(a[10], b[10], c10,s[10], c11);
	fullAdder fullAdder11(a[11], b[11], c11,s[11], c12);	
	fullAdder fullAdder12(a[12], b[12], c12,s[12], c13);
	fullAdder fullAdder13(a[13], b[13], c13,s[13], c14);
	fullAdder fullAdder14(a[14], b[14], c14,s[14], c15);
	fullAdder fullAdder15(a[15], b[15], c15, s[15], c16);
	fullAdder fullAdder16(a[16], b[16], c16, s[16], c17);
	fullAdder fullAdder17(a[17], b[17], c17, s[17], c18);
	fullAdder fullAdder18(a[18], b[18], c18, s[18], c19);
	fullAdder fullAdder19(a[19], b[19], c19, s[19], c20);
	fullAdder fullAdder20(a[20], b[20], c20, s[20], c21);
	fullAdder fullAdder21(a[21], b[21], c21, s[21], c22);
	fullAdder fullAdder22(a[22], b[22], c22, s[22], c23);
	fullAdder fullAdder23(a[23], b[23], c23, s[23], c24);
	fullAdder fullAdder24(a[24], b[24], c24,s[24], c25);
	fullAdder fullAdder25(a[25], b[25], c25,s[25], c26);
	fullAdder fullAdder26(a[26], b[26], c26,s[26], c27);
	fullAdder fullAdder27(a[27], b[27], c27,s[27], c28);
	fullAdder fullAdder28(a[28], b[28], c28,s[28], c29);
	fullAdder fullAdder29(a[29], b[29], c29,s[29], c30);
	fullAdder fullAdder30(a[30], b[30], c30,s[30], c31);
	fullAdder fullAdder31(a[31], b[31], c31,s[31], cout);
endmodule
module fullAdder(input a,b,cin, output reg sum, output cout);
        wire w1,w2,w3,s;
        halfAdder halfAdder1(a, b, w1, w2);
        halfAdder halfAdder2(cin, w1, s, w3);
        or(cout, w3, w2);
        always @(*) begin
            sum =s;
        end
endmodule
module halfAdder(input xi,yi, output s, cj);
            xor(s,xi,yi);
            and(cj,xi,yi);
endmodule

===== ./run.sh =====
#!/bin/bash
# OpenROAD 26Q1-2900-gdf79404cd8, Yosys 0.63+post, stock flow scripts
make -C /OpenROAD-flow-scripts/flow DESIGN_CONFIG=/design/flow/config.mk WORK_HOME=/design/flow/orfs finish

==> results.sh <==
# physical design summary
export IMPL_maxCapViolCount=0
export IMPL_grt_usage_pct=4.67
export IMPL_nClkBuffers=0
export IMPL_num_rows=34
export IMPL_relSlewSlack_pct=90.9
export IMPL_flop_area_um2=0
export IMPL_avgSynthCellArea_um2=13.0
export IMPL_fin_tns_setup_ps=0
export IMPL_fin_util_pct=20.5
export IMPL_path_common_cell="fa_1"
export IMPL_gr_total_overflow=0
export IMPL_crit_type="in -> out"
export IMPL_startpoint="a[0]"
export IMPL_nFillCells=959
export IMPL_ioPinCount=98
export IMPL_layout_drive_gt1_share_pct=0
export IMPL_drv_slew=0
export IMPL_cts_resized=0
export IMPL_ys_area_um2=900
export IMPL_hold_path_class="in -> out"
export IMPL_peakVddDrop_uv=8.89
export IMPL_final_area_um2=1780
export IMPL_mostFrequentLayoutCells="clkdlybuf4s50_1, fa_1, inv_1"
export IMPL_grt_pass1_wl_um=4820
export IMPL_grt_start_max_net_pins=2
export IMPL_vias=707
export IMPL_hold_viol=0
export IMPL_antenna_found_initial=0
export IMPL_seq_cells=0
export IMPL_layout_min_cycle_time_ps=23720
export IMPL_logic_area_um2=641
export IMPL_crit_path_end="s[31]"
export IMPL_viasPerCell=2.91
export IMPL_max_freq_mhz=42.2
export IMPL_drc_errors=0
export IMPL_die_area_um2=13000
export IMPL_min_path_cells=5
export IMPL_syn_to_final_growth_pct=97.4
export IMPL_tool_warnings=32
export IMPL_lay_top_count="clkdlybuf4s50_1"
export IMPL_num_antenna_cells=0
export IMPL_post_cts_repair_setup_buffers=0
export IMPL_synth_area_um2=900
export IMPL_io_buffers=98
export IMPL_core_um2=8680
export IMPL_cp_slowest_cell="clkdlybuf4s50_1"
export IMPL_cp_arrival_ps=18720
export IMPL_postPlaceCellArea_um2=1780
export IMPL_grt_pass1_vias=919
export IMPL_power_leakage_nw=0.644
export IMPL_rsz0062_at_grt="false"
export IMPL_p_per_area_nw_per_um2=24.3
export IMPL_yosysSeqAreaShare_pct=0
export IMPL_setup_worst_path_end_class="primary output"
export IMPL_wl_um=3170
export IMPL_start_kind="input pin"
export IMPL_crit_fanout=1
export IMPL_yosys_warnings=1
export IMPL_ant_nets=0
export IMPL_dp_hpwl_um=3190
export IMPL_ys_types=3
export IMPL_die_w_um=114
export IMPL_critical_path_max_stage_delay_ps=470
export IMPL_setup_viol=0
export IMPL_initial_core_util_pct=10.4
export IMPL_place_congestion=0.729
export IMPL_status="complete, no violations"
export IMPL_wl_per_cell_um=13.0
export IMPL_post_route_period_util_pct=94.9
export IMPL_drt_initial_drc_count=5
export IMPL_tightest_slew_ps=136
export IMPL_hold_buffers=0
export IMPL_die_y_um=114
export IMPL_ys_cells=69
export IMPL_synth_cells=69
export IMPL_dr_pass1_iters=2
export IMPL_required_ps=20000
==> cell families (layout without fill, tap and decap cells) <==
family	after synthesis	count (layout)	synth area share, %
adder cells (fa/ha/maj)	32	32	71.2
buffers and inverters	37	103	28.8
==> cells in the mapped netlist <==
master / number / area (um2)
buf_4: 32 / 240
inv_1: 5 / 18.8
fa_1: 32 / 641
==> routing by layer <==
layer,vias up,global-route usage (%),wire length (um)
met5,-,0,0
met4,0,0,0
met3,0,4.47,897
met2,97,6.42,989
met1,308,5.52,1280
li1,302,-,-
==> power breakdown <==
| group | internal (W) | switching (W) | total [W] |
|---|---|---|---|
| Combinational | 0.0000318 | 0.0000115 | 0.0000432 |
| Sequential | 0 | 0 | 0 |
| Clock | 0 | 0 | 0 |
==> worst min path at each step <==
| stage | from | end | slack, ps |
|---|---|---|---|
| CTS | b[31] | s[31] | 11080 |
| global route | cin | s[0] | 11100 |
| finish | b[31] | s[31] | 11070 |
==> through the flow <==
step	hold slack, ps	std cells	power, W	setup slack, ps
after CTS	11080	243	0.0000448	1190
after global placement	11080	243	0.0000443	1210
after detailed placement	11080	243	0.0000446	1210
after floorplan	10210	69	0.0000206	2620
after global routing	11100	243	0.0000490	806
final	11070	243	0.0000432	1280
==> layout make-up <==
type               instances  share of cell area, %
well taps                108                   7.61
inverters                  5                   1.06
multi-input cells         32                   36.1
repair buffers            98                   55.3
==> critical path, delay by kind of cell <==
kind	cells	cell delay (ps)
adder cells (fa/ha/maj)	32	12680
buffers and inverters	4	1030
No activity file was given, so power comes from the tool's default toggle rates.
